==> design/flow/design.v <==
module FSM_RX  (
  input wire          RX_IN,
  input wire   [3:0]  bit_cnt,
  input wire          PAR_EN,
  input wire          clk,
  input wire          RST,
  input wire   [4:0]  edge_cnt,
  input wire          par_err,
  input wire          strt_glitch,
  input wire          stp_err,
  input wire  [5:0]   Prescale,
  output reg          dat_samp_en,
  output reg          enable,
  output reg          par_chk_en,
  output reg          strt_chk_en,
  output reg          stp_chk_en,
  output reg          deser_en,
  output reg          rst_check,
  output reg          data_valid );
localparam  [2:0]  	IDLE   = 3'b000,
					START  = 3'b001,
					DATA   = 3'b010,
					PARITY = 3'b011,
					STOP   = 3'b100;
reg [2:0] current_state, next_state ;
always @(posedge clk or negedge RST)
 begin
  if(!RST)
   begin
     current_state <= IDLE ;
     data_valid <= 1'b0;
   end
  else
   begin
     current_state <= next_state ;
     if(PAR_EN)
      begin 
      if(!par_err && !stp_err)
        data_valid <= 1'b1;
      else
        data_valid <= 1'b0;
      end
    else
      begin 
      if(!stp_err)
        data_valid <= 1'b1;
      else
        data_valid <= 1'b0;
      end
   end
 end
always @(*)
 begin
  case(current_state)
  IDLE     : begin
              if(!RX_IN)
		            next_state = START ;
              else
               	next_state = IDLE ;			  
             end
  START    : begin
              if(bit_cnt == 4'd0)
              	next_state = 	START;  
            	else
            	  next_state = 	DATA;
             end
  DATA     : begin
              if(strt_glitch)
                next_state = 	IDLE;
             else if(bit_cnt <= 4'd8)
              	 next_state = 	DATA;  
            	else if(PAR_EN)
                 next_state = PARITY;
             else
                 next_state = STOP;
            end
  PARITY   : begin
              if(bit_cnt == 4'd9)
              	next_state = 	PARITY;  
            	 else
            	  next_state = 	STOP;
            end
  STOP     : begin
              if(PAR_EN)
                begin
                  if(bit_cnt == 4'd10)
              	     next_state = 	STOP;  
            	     else
            	       next_state = 	IDLE;                  
                end 
            	 else 
          	   begin
            	   if(bit_cnt == 4'd9)
                    next_state = STOP;
                else
                    next_state = IDLE;
              end
             end		 
  default :   next_state = IDLE ;		 
  endcase
end	
 always @(*)
 begin
  enable = 1'b0;
  dat_samp_en = 1'b0;
  par_chk_en = 1'b0;
  stp_chk_en = 1'b0;
  deser_en = 1'b0;
  strt_chk_en = 1'b0;
  rst_check = 1'b0;
  case(current_state)
  IDLE     : begin
              rst_check = 1'b1;
              if(!RX_IN)
		            enable = 1'b1;
              else
        	       enable = 1'b0;
             end
  START    : begin
              enable = 1'b1;
              dat_samp_en = 1'b1;
              if(edge_cnt >= (Prescale/2 +2))
                strt_chk_en = 1'b1;
              else
                strt_chk_en = 1'b0;
             end
  DATA     : begin
              enable = 1'b1;
              dat_samp_en = 1'b1;
              if(edge_cnt == (Prescale/2 +3))
                deser_en = 1'b1;
              else
                deser_en = 1'b0;  
            end
  PARITY   : begin
              enable = 1'b1;
              dat_samp_en = 1'b1;
              if(edge_cnt == (Prescale/2 +3))
                par_chk_en = 1'b1;
              else
                par_chk_en = 1'b0;
            end
  STOP     : begin
              enable = 1'b1;
              dat_samp_en = 1'b1;
              if(edge_cnt == (Prescale/2 +3))
                stp_chk_en = 1'b1;
              else
                stp_chk_en = 1'b0;
             end		 
  default :   begin 
                enable = 1'b0;
                dat_samp_en = 1'b0;
                par_chk_en = 1'b0;
                stp_chk_en = 1'b0;
                deser_en = 1'b0;
                strt_chk_en = 1'b0;
                rst_check = 1'b0;
              end		 
  endcase
end	
endmodule
==> design/flow/run.sh <==
#!/bin/bash
# OpenROAD 26Q1-2900-gdf79404cd8, Yosys 0.63+post, stock flow scripts
make -C /OpenROAD-flow-scripts/flow DESIGN_CONFIG=/design/flow/config.mk WORK_HOME=/design/flow/orfs finish
==> design/flow/config.mk <==
export PLATFORM = sky130hd
export DESIGN_NAME = FSM_RX
export DESIGN_NICKNAME = FSM_RX
export VERILOG_FILES = /design/flow/design.v
export SDC_FILE = /design/flow/constraint.sdc
export NUM_CORES = 4
export LEC_CHECK = 1
export CORE_AREA = 10 10 70 70
export DIE_AREA = 0 0 80 80
==> design/flow/constraint.sdc <==
current_design FSM_RX

set clk_period 2.3
set clk_io_pct 0.2

create_clock -name clk0 -period $clk_period [get_ports {clk}]

set non_clock_inputs [all_inputs -no_clocks]
set_input_delay [expr $clk_period * $clk_io_pct] -clock clk0 $non_clock_inputs
set_output_delay [expr $clk_period * $clk_io_pct] -clock clk0 [all_outputs]
==> flow_metrics.tcl <==
# implementation run metrics
set metrics [dict create \
    route.top_layer_used "met3" \
    placement_rows 21 \
    cts_root_buffer "clkbuf_4" \
    clkLatencyLatePin_ns 0.24 \
    clock_tree.buffer_depth 2 \
    yosys_area_sq_um 627 \
    net-switching-power_w 0.000101 \
    numSynthFlops 6 \
    power.internal_w 0.000257 \
    layout_top_cell "clkdlybuf4s50_1" \
    gp_congestion 0.820 \
    hold_path_class "in2async" \
    fp_util_pct 18.4 \
    drt-total-wl_mm 1.94 \
    die_height_um 80 \
    critical_path_class "in2out" \
    finalSetupViolations 0 \
    reg2reg_depth 4 \
    relSlewSlack_pct 79.5 \
    total_negative_slack_ns 0 \
    wl_per_cell_um 11.7 \
    wl_met1_um 985 \
    buffer_ports.inserted 28 \
    timing.critical_path.to_type "output port" \
    flop_cell "dfrtp_1" \
    die_area_sq_um 6400 \
    total_power_consumption_of_the_routed_design_w 0.000358 \
    remaining_drc_errors 0 \
    clkSlewWorstSetupHoldPaths_ns 0.05 \
    clock_power_share_pct 28.8 \
    min_clock_period_post_route_ns 2.24 \
    arrival_ns 1.78 \
    placedInstanceArea_sq_um 1020 \
    route.detailed.vias_per_inst 4.23 \
    syn_area_sq_um 627 \
    worst-path-max-fanout 4 \
    finalHoldViolCount 0 \
    grt_start_max_net_pins 7 \
    via_count_of_the_first_global_routing_pass 711 \
    warning_count 27 \
    cts.sinks 6 \
    detailed_place_hpwl_mm 1.59 \
    yosys.area_share.xor_xnor_pct 6.99 \
    cts_hold_buf 0 \
    comb_power_share_pct 41.2 \
    layout_top_cells "clkdlybuf4s50_1 (15), buf_4 (12), inv_1 (6)" \
    share_of_final_layout_standard_cells_stronger_than_drive_strength_1_pct 40.8 \
    achievable-frequency_mhz 446 \
    finish.instance_area_sq_um 1160 \
    dpl_worst_slack_ns -0.670 \
    ys_top_logic_family "simple AND/OR/NAND/NOR gates" \
    ys_cells 74 \
    detailed_routed_wire_length_on_met2_um 899 \
    number_of_enable_type_register_cells_in_the_synthesized_netlist 0 \
    grt_setup_unrepaired "no" \
    vdd_drop_max_mv 0.0860 \
    grt_first_pass_wirelength_mm 3.12 \
    yosys-mux-area-fraction_pct 1.80 \
    synth.cellmix.simpleShare_pct 24.2 \
    detailedRoute.firstIterationViolations 58 \
    htree_levels 1 \
    crit_path_required_time_ns 1.84 \
    regToRegSetupSlack_ns 1.26 \
    yosysUniqueCellTypes 31 \
    final.setup.worst_slack_ns 0.0577 \
    leakage_nw 0.510 \
    ys_seq_share_pct 24.2 \
    yosysWarnings 1 \
    n_fill_cell 365 \
    worst_clock_skew_ns 0.00751 \
    synth-adder-area-share_pct 16.0 \
    synthesis.instances 74 \
    sequentialPowerShare_pct 30.0 \
    cellPowerDensity_nw_per_um2 309 \
    remaining_antenna_violation_count_after_routing 0 \
    core_area_sq_um 3420 \
    syn_area_per_cell_sq_um 8.47 \
    cts-buffers-inserted 3 \
    netSwitchingFraction_pct 28.2 \
    timing_max_transition_violations_final 0 \
    run_status "finished clean" \
    antenna_found_initial 0 \
    io_pins 30 \
    critPathLaunchType "primary input" \
    grt_use_total_pct 5.77 \
    worst_pin_slew_ns 0.304 \
    asyncSetResetFlopFracSynth_pct 100 \
    route.met3.wl_um 58 \
    areaGrowthSynthToFinish_pct 85.2 \
    aoi_share_pct 19.8 \
    maxCapViolations 0 \
    clock_tree_from_tritoncts "done" \
    gr-total-overflow 0 \
    die.size.x_um 80 \
    dr_total_vias 702 \
    drt_pre_antenna_iters 4 \
    min_period_over_period_pct 97.5 \
    diodes 0 \
]
==> repair_timing <==
item / in CTS / in global routing
resized: 55 / 8
pin swaps: 14 / 4
setup endpoints to repair: 4 / 4
buffers inserted: 5 / 1
==> stage by stage <==
step	utilization, %	std cells	hold slack (ns)
3_5_place_dp	29.9	156	0.509
4_1_cts	34.0	165	0.460
6_report	34.0	166	0.455
3_3_place_gp	29.9	156	0.499
5_1_grt	34.0	166	0.482
2_1_floorplan	-	74	0.164
==> logic make-up (layout without fill, tap and decap cells) <==
family	Yosys count	count (layout)
compound gates	20	20
xor+xnor	5	5
fa+ha+maj	8	8
buf+inv	10	56
flops	6	6
mux	1	1
simple gates	24	24
==> routing by layer <==
layer  global-route usage [%]  up-vias
met5                        0        -
met4                    0.704        0
met3                     1.02        0
met2                     8.91       12
met1                     8.34      328
li1                         -      362
==> cells in the mapped netlist (all sizes together) (2+ instances only) <==
master	n	share of area, %
a21oi	4	3.2
a31oi	3	3.0
dfrtp	5	20
ha	8	16
inv	9	5.4
nand2	2	1.2
nand2b	2	2.0
nand3	3	2.4
nor2	4	2.4
nor2b	4	4.0
nor3	2	1.6
nor3b	2	3.2
o21ai	7	5.6
xnor2	3	4.2
xor2	2	2.8
==> power by group through the flow <==
stage     sequential (W)  combinational (W)  clock, W
4_1_cts         0.000108           0.000146  0.000108
6_report        0.000108           0.000148  0.000103
5_1_grt         0.000108           0.000163  0.000114
==> area by class of cell <==
class	count	area (sq um)	area share [%]
multi-input combinational	58	532	45.8
sequential	6	151	13.0
tap	46	57.6	4.96
clock buffer	4	26.3	2.26
inverter	9	33.8	2.91
timing repair buffer	43	360	31.0
==> path summary, 6_finish.rpt <==
check,start,to
max in group asynchronous,RST,current_state[0]
min in group clk0,current_state[4],current_state[1]
setup / recovery,Prescale[2],par_chk_en
hold / removal,RST,current_state[3]
setup reg to reg,current_state[2],current_state[1]
hold reg to reg,current_state[4],current_state[1]
==> sequential cells by signal, summed over array words and instances, names as in the netlist <==
| register | flops |
|---|---|
| current_state | 5 |
| data_valid | 1 |
==> critical path, cell delays in order <==
cell and delay, ns:
buf_6 0.10, inv_2 0.07, ha_4 0.16, nor2_1 0.05
a211o_1 0.28, a31oi_1 0.16, buf_4 0.15, buf_6 0.09
nor3_4 0.03, dlygate4sd2_1 0.24
No activity file was given, so power comes from the tool's default toggle rates.
