$ cat flow/run.sh
#!/bin/bash
# OpenROAD 26Q1-2900-gdf79404cd8, Yosys 0.63+post, stock flow scripts
make -C /OpenROAD-flow-scripts/flow DESIGN_CONFIG=/design/flow/config.mk WORK_HOME=/design/flow/orfs finish
$ cat flow/config.mk
export PLATFORM = sky130hd
export DESIGN_NAME = data_sampling
export DESIGN_NICKNAME = data_sampling
export VERILOG_FILES = /design/flow/design.v
export SDC_FILE = /design/flow/constraint.sdc
export NUM_CORES = 4
export LEC_CHECK = 1
export CORE_AREA = 10 10 70 70
export DIE_AREA = 0 0 80 80
$ cat flow/constraint.sdc
current_design data_sampling

set clk_period 1.3
set clk_io_pct 0.2

create_clock -name clk0 -period $clk_period [get_ports {clk}]

set non_clock_inputs [all_inputs -no_clocks]
set_input_delay [expr $clk_period * $clk_io_pct] -clock clk0 $non_clock_inputs
set_output_delay [expr $clk_period * $clk_io_pct] -clock clk0 [all_outputs]
$ cat flow/design.v
module data_sampling #(parameter width=6) (
  input wire       RX_IN,
  input wire  [width-1 : 0] Prescale,   
  input wire       dat_samp_en,
  input wire       clk,
  input wire       RST,
  input wire 	[width-1 : 0]   edge_cnt,
  output reg    sampled_bit );
 reg [1:0] sum;
always @(posedge clk or negedge RST)
 begin
  if(!RST)
   begin
     sampled_bit <= 1'b0;
     sum         <= 2'b00;
   end
  else if (dat_samp_en)
   begin
    if ((edge_cnt >= (Prescale/2 - 1)) && (edge_cnt <= (Prescale/2 + 1)))
      begin
        sum <= sum + RX_IN;
      end
    else if ((Prescale/2 +2) == edge_cnt)
      begin
        sampled_bit <= (sum > 1)? 1:0;
      end
    else
        sum <= 2'b00;  
   end
  end
endmodule
==> results.toml <==
# flow metrics
[timing]
min_period_over_period = 1.67
drv_slew = 0
worstMarginPinSlew_ns = 0.300
hold_viol = 0
finalSetupTns_ns = -2.28
rsz0062_at_grt = "yes"
max_freq_ghz = 0.460
finClkSkew_ns = 0.00718
fin_ws_ns = -0.872
setup_viol = 3
maxSlewHeadroom = 0.798
post-route-min-period_ns = 2.17

[synth]
async_flop_share = 1.00
yosys.area_share.aoi = 0.162
syn_area_um2 = 748
ys_warn_count = 1
edf_count = 0
syn-instance-count = 83
yosys_cells = 83
postSynthAreaPerCell_um2 = 9.01
fa_ha_area_frac = 0.284
simple_gate_area_frac = 0.176
ys_chip_area_um2 = 748
synth.logic.top_family = "adder cells"
xor_share = 0.196
synth_seq_share = 0.100
ys_ff = 3
synth-main-ff-cell = "dfrtp_1"
ys_types = 35
muxShareOfSynthArea = 0.0151

[run]
log.warning_count = 32
cap_violations = 0

[critical_path]
end_kind = "flop"
arrival_ns = 2.29
crit_fanout = 3
rr_worst_depth = 4
path_class = "in -> reg"
cp.required_ns = 1.42
rrSetupSlack_ns = 0.25
startpoint_type = "input pin"

[status]
violations = "negative setup slack"
status = "complete, but fails checks"

[clock_network]
cts_num_sinks = 3
holdBufCountCts = 0
clockBufferDepth = 2
cts_tree = "done"
root_buffer = "clkbuf_4"
clk_pin_slew_ns = 0.04
clk_latency_ns = 0.24
cts_max_level = 1
numCtsBuffers = 3

[route]
vias_per_cell = 4.31
num_vias = 729
post_drt_wl_per_cell_um = 11.1
dr.pass1.iters = 4
dr.first_iter.drc_count = 10
antenna_left = 0
routed_wl_um = 1870
antennaDiodeCount = 0
drc = 0

[die]
rows = 21
initCoreUtil = 0.219
die-area_mm2 = 0.00640
fp.dieW_um = 80
die_h_um = 80
core_mm2 = 0.00342
io_pins = 17

[grt]
grt_pass1_vias = 775
grt_pass1_wl_um = 3270
antenna_found_initial = 0
grt_max_degree = 6
track_usage = 0.0604
overflow = 0

[layout]
syn2layout_area_growth_pct = 75.9
layout-drive-gt1-share = 0.488
finalNonFillerCells = 169
postLayoutCoreUtil = 0.385

[pwr]
power_frac_seq = 0.155
p_comb_frac = 0.594
p_leak_nw = 0.562
p_switching_mw = 0.227
p_sw_frac = 0.339
p_per_area_mw_per_mm2 = 510
intPower_mw = 0.444
ir_worst_vdd_mv = 0.146
pwr-share-clk = 0.251

[placed_design]
pre_cts_slack_ns = -1.77
place_inst = 162
post-dp-hpwl_um = 1560
place.gp.congestion = 0.749
port-buffer-count = 15

[worst_hold_path]
hold_path_class = "in -> async"
==> synth_stat cells (2+ instances only) <==
cell,number,share of area
dfrtp_1,3,0.10
inv_1,8,0.040
nand3_1,5,0.033
xnor2_1,5,0.059
nand2_1,7,0.035
nor2_1,3,0.015
xor2_1,4,0.047
o221ai_1,2,0.023
nand4_1,2,0.017
o21a_1,2,0.020
ha_1,17,0.28
a21o_1,2,0.020
==> power groups by stage <==
stage / Sequential (mW) / Combinational [mW] / Clock (mW)
6_report: 0.104 / 0.399 / 0.168
5_1_grt: 0.106 / 0.440 / 0.191
4_1_cts: 0.105 / 0.398 / 0.172
==> routing by layer <==
layer,vias up,part of all wire,GRT usage
li1,377,-,-
met1,339,0.50,0.0757
met2,13,0.44,0.104
met3,0,0.060,0.0170
met4,0,0,0.00528
met5,-,0,0
==> cells by family (layout without fill, tap and decap cells) <==
family / Yosys count / count (layout)
fa+ha+maj: 17 / 17
buf+inv: 11 / 51
simple gates: 25 / 25
xor+xnor: 12 / 12
compound gates: 14 / 14
flops: 3 / 3
mux: 1 / 1
==> per-stage QoR <==
step	hold slack [ns]	power (mW)	area, um2
2_1_floorplan	-0.0356	0.312	845
3_3_place_gp	0.453	0.452	1170
3_5_place_dp	0.456	0.457	1170
4_1_cts	0.208	0.675	1310
5_1_grt	0.205	0.737	1320
6_report	0.204	0.671	1320
==> timing repair <==
| item | CTS | global route |
|---|---|---|
| setup buffers | 3 | 0 |
| gates resized | 48 | 3 |
| pin swaps | 17 | 4 |
| endpoints found under the setup margin | 4 | 3 |
==> final cells by class <==
type / count / area, um2
fillers: 320 / 2100
multi-input cells: 69 / 783
repair buffers: 39 / 335
flip-flops and latches: 3 / 75.1
well taps: 46 / 57.6
inverters: 8 / 38.8
clock buffers: 4 / 26.3
==> placed cells by master, fill, tap and decap left out, types with 4 or more instances in the layout <==
| master | count |
|---|---|
| clkdlybuf4s50_1 | 6 |
| dlygate4sd2_1 | 4 |
| buf_4 | 20 |
| buf_6 | 4 |
| ha_1 | 10 |
| nand3_1 | 4 |
| ha_4 | 7 |
| nand2_1 | 6 |
==> sequential cells by signal, indices dropped and copies added (netlist names) <==
name / count
sampled_bit: 1
sum: 2
==> worst max-delay path: stages <==
cell,delay [ns]
buf_8,0.10
buf_6,0.11
ha_4,0.15
xor3_1,0.18
or4_4,0.55
or3_4,0.34
a311oi_2,0.25
mux2_1,0.34
==> worst paths after layout <==
kind	startpoint	to
max in group asynchronous	RST	sum[0]
worst min-delay path	RST	sum[1]
min in group clk0	sampled_bit	sampled_bit
worst max-delay path	Prescale[2]	sampled_bit
worst max register to register	sum[0]	sum[1]
worst min register to register	sampled_bit	sampled_bit
Power figures rest on the tool's default switching activity, not on a simulated workload.
