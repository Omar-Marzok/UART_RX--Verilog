--- flow/run.sh ---
#!/bin/bash
# OpenROAD 26Q1-2900-gdf79404cd8, Yosys 0.63+post, stock flow scripts
make -C /OpenROAD-flow-scripts/flow DESIGN_CONFIG=/design/flow/config.mk WORK_HOME=/design/flow/orfs finish
--- flow/config.mk ---
export PLATFORM = sky130hd
export DESIGN_NAME = deserializer
export DESIGN_NICKNAME = deserializer
export VERILOG_FILES = /design/flow/design.v
export SDC_FILE = /design/flow/constraint.sdc
export NUM_CORES = 4
export LEC_CHECK = 1
export CORE_AREA = 10 10 75 75
export DIE_AREA = 0 0 85 85
--- flow/constraint.sdc ---
current_design deserializer

set clk_period 3.0
set clk_io_pct 0.2

create_clock -name clk0 -period $clk_period [get_ports {clk}]

set non_clock_inputs [all_inputs -no_clocks]
set_input_delay [expr $clk_period * $clk_io_pct] -clock clk0 $non_clock_inputs
set_output_delay [expr $clk_period * $clk_io_pct] -clock clk0 [all_outputs]
--- flow/design.v ---
module deserializer #(parameter width=8) (
  input wire                sampled_bit,
  input wire                deser_en,
  input wire                clk,
  input wire                RST,
  output reg  [width-1:0]   P_DATA );
  reg [3:0] i ;
  always@(posedge clk or negedge RST)
  begin
    if(!RST)
      begin
       P_DATA <= 8'b0;
       i <= 4'b0;
     end
    else if(deser_en)
      begin
        i <= i + 4'b1;
        P_DATA[i] <= sampled_bit;
      end
    else
      begin
       P_DATA <= P_DATA;
       if (i == 4'd8)
         i <= 4'b0;
       else
         i <= i;
      end
  end
endmodule
==> qor.txt <==
Async SR Flop Fraction: 1.00
slowest stage cell, crit path: dfrtp_1
Min-Delay Endpoint: P_DATA[4]
Area leader share: 0.402
GRT Total Usage: 0.0493
Yosys reg bits: 12
final setup TNS: 0 ns
Final Hold Viols: 0
first-pass GRT wire length: 3120 um
Peak VDD IR: 0.000326 V
top-count cell post-synth: dfrtp_1
Worst-Margin Slew: 0.526 ns
fillers: 427
synth unique cells: 32
post_cts resized: 0
CP Launch Type: flop
CTS sink cnt: 12
Fin Clk Skew: 0.00363 ns
Setup crit end kind: flop
maxcap violations: 0
chip width: 85 um
DR iter-0 viols: 40
ys cells: 83
CTS tree: built
CP arrival: 2.38 ns
Post-Syn Area: 747 um^2
Fin Hold WS: 0.491 ns
postcts setup bufs: 0
dominant register cell: dfrtp_1
IO Pins: 12
PwrDens: 890 nW/um^2
largest net degree at the start of global routing: 15
Worst Hold Launch: P_DATA[4]
vias post-DR: 679
critical path class: reg2reg
tool warnings: 29
synthesized instance count: 83
GR Overflow Total: 0
num rows: 23
register-to-register setup slack: 0.73 ns
final count of pins violating max slew: 0
Final min period: 2.27 ns
Max FO, Critical Path: 14
# setup viols final: 0
Rel. slew slack: 0.648
FF-to-FF path depth: 5
die area: 7230 um^2
Die H: 85 um
Seq/Total Area, Yosys: 0.402
flip-flop and latch area: 300 um^2
Main area contributors: dfrtp_1 (40%), ha_1 (8.4%), o21ai_0 (5.4%)
Synth area leader: dfrtp_1
hpwl dp: 1330 um
leakage: 0.378 nW
crit share post-route: 0.756
total wire length: 1790 um
Area Growth Syn to Fin: 26.8%
Fmax: 0.441 GHz
IO Port Bufs: 11
Root Driver: clkbuf_8
layout cell share with drive strength beyond 1: 0.0538
drt pass-1 iters: 4
comb. cell area: 418 um^2
crit path cell chain: inv_1 -> ha_1 -> nor2b_1 -> or4_1 -> mux2_1
DR DRC count: 0
hold-fix buffers at CTS: 0
Core Box Area: 4060 um^2
Post-synth EDFFs: 0
Routed WL per cell: 12.5 um
area reported by Yosys stat: 747 um^2
Pre-Place Util: 0.184
Tightest Hold Check Type: reg2reg
GPL Wtd Cong: 0.842
FF-to-FF Start: i[0]
worst skew pair latency: 0.23 ns
Req. time, crit path: 3.11 ns
vias in the first global route: 659
Antenna diodes: 0
reg-to-reg endpoint: P_DATA[4]
CP peak stage delay: 0.59 ns
H-tree Lvls: 1
Crit path buffers/inverters: 1
remaining antenna violation count: 0
worst hold path cell count: 1
syn_area_per_cell: 9.00 um^2
vias per cell: 4.75
CTS Buf Count: 3
RSZ-0062 raised after global routing: no
clock buffer depth: 2
Worst-path clk slew: 0.05 ns
Crit path max-delay family: simple AND/OR/NAND/NOR gates
status: complete, no violations
Worst setup startpoint: i[0]
final design utilization: 0.233
Syn. warnings: 1
antenna violations before repair: 0
Synth top cells by count: dfrtp_1 (12), nand2_1 (8), o21ai_0 (8), ha_1 (5), nor2_1 (5)
==> sequential cells by signal (all words and copies together) (netlist names) <==
register / count
P_DATA: 8
i: 4
==> through the flow <==
step | setup WS, ns | instances | cell area, um^2 | power (mW)
floorplan | 0.933 | 83 | 747 | 0.536
global placement | 0.721 | 140 | 906 | 0.697
detailed placement | 0.706 | 140 | 906 | 0.703
CTS | 0.778 | 143 | 947 | 0.850
global route | 0.642 | 143 | 947 | 0.918
finish | 0.732 | 143 | 947 | 0.843
==> worst register-to-register path, stage by stage (launching register included) <==
cell and delay (ns):
dfrtp_1 0.59, inv_1 0.15, ha_1 0.32, nor2b_1 0.23, or4_1 0.54, mux2_1 0.32
==> worst max path at each step <==
stage | to | slack [ns] | cells past startpoint
5_1_grt | P_DATA[4] | 0.64 | 5
6_report | P_DATA[4] | 0.73 | 5
4_1_cts | P_DATA[4] | 0.78 | 5
==> report_power, final <==
part	total, mW	internal (mW)	switching [mW]
clock network	0.140	0.0879	0.0523
registers	0.324	0.231	0.0934
logic	0.379	0.212	0.167
total	0.843	0.530	0.313
==> per-layer routing <==
metal,global-route usage,up-vias,share of wire
met4,0.0105,0,0.013
met1,0.0617,328,0.42
met3,0.00867,4,0.053
met5,0,-,0
li1,-,326,-
met2,0.0858,21,0.51
==> area by class of cell <==
type                            count  share of cell area
Timing Repair Buffer               12               0.124
Inverter                            2             0.00793
Sequential cell                    12               0.317
Tap cell                           50              0.0661
Clock buffer                        3              0.0436
Multi-Input combinational cell     64               0.441
==> cell families after synthesis <==
group                    synth area share
XOR/XNOR                           0.0235
multiplexers                       0.0301
adder cells (fa/ha/maj)            0.0838
AND-OR/OR-AND                       0.186
AND/OR/NAND/NOR                     0.236
flip-flops                          0.402
buffers and inverters              0.0385
==> cells in the final DEF, fill, tap and decap left out, types with 2 or more instances in the layout <==
cell	netlist	final
a21oi_1	2	2
a32oi_1	2	2
clkbuf_8	0	3
clkdlybuf4s50_1	0	11
dfrtp_1	12	12
ha_1	5	5
inv_1	2	2
nand2_1	8	8
nand2b_1	3	3
nand3_1	4	4
nor2_1	5	5
nor2b_1	3	3
nor3_1	4	4
o21ai_0	8	8
o22ai_1	2	2
o2bb2ai_1	2	2
Power is estimated from default activity; no workload was simulated.
